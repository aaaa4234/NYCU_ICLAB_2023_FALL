[/design/flow/run.sh]
#!/bin/bash
# OpenROAD 26Q1-2900-gdf79404cd8, Yosys 0.63+post, stock flow scripts
make -C /OpenROAD-flow-scripts/flow DESIGN_CONFIG=/design/flow/config.mk WORK_HOME=/design/flow/orfs finish
[/design/flow/config.mk]
export PLATFORM = sky130hd
export DESIGN_NAME = CLK_3_MODULE
export DESIGN_NICKNAME = CLK_3_MODULE
export VERILOG_FILES = /design/flow/design.v
export SDC_FILE = /design/flow/constraint.sdc
export NUM_CORES = 4
export LEC_CHECK = 1
export CORE_AREA = 10 10 70 70
export DIE_AREA = 0 0 80 80
[/design/flow/constraint.sdc]
current_design CLK_3_MODULE

set clk_period 1.5
set clk_io_pct 0.2

create_clock -name clk0 -period $clk_period [get_ports {clk}]

set non_clock_inputs [all_inputs -no_clocks]
set_input_delay [expr $clk_period * $clk_io_pct] -clock clk0 $non_clock_inputs
set_output_delay [expr $clk_period * $clk_io_pct] -clock clk0 [all_outputs]
[/design/flow/design.v]
module CLK_1_MODULE (
    clk,
    rst_n,
    in_valid,
    seed_in,
    out_idle,
    out_valid,
    seed_out,
    clk1_handshake_flag1,
    clk1_handshake_flag2,
    clk1_handshake_flag3,
    clk1_handshake_flag4
);
input clk;
input rst_n;
input in_valid;
input [31:0] seed_in;
input out_idle;
output reg out_valid;
output reg [31:0] seed_out;
input clk1_handshake_flag1;
input clk1_handshake_flag2;
output clk1_handshake_flag3;
output clk1_handshake_flag4;
reg [31:0] seed_tmp;
always @(posedge clk or negedge rst_n) begin  
    if (!rst_n) begin
        seed_tmp <= 32'd0;
    end else begin
        if (in_valid && !out_idle) begin
            seed_tmp <= seed_in;
        end
    end
end
always @(*) begin
    seed_out = seed_tmp;
end
always @(posedge clk or negedge rst_n) begin  
    if (!rst_n) begin
        out_valid <= 1'b0;
    end else begin
        if (in_valid) begin
            out_valid <= 1'b1;
        end else begin
            out_valid <= 1'b0;
        end
    end
end
endmodule
module CLK_2_MODULE (
    clk,
    rst_n,
    in_valid,
    fifo_full,
    seed,
    out_valid,
    rand_num,
    busy,
    handshake_clk2_flag1,
    handshake_clk2_flag2,
    handshake_clk2_flag3,
    handshake_clk2_flag4,
    clk2_fifo_flag1,
    clk2_fifo_flag2,
    clk2_fifo_flag3,
    clk2_fifo_flag4
);
input clk;
input rst_n;
input in_valid;
input fifo_full;
input [31:0] seed;
output reg out_valid;
output reg [31:0] rand_num;
output reg busy;
input handshake_clk2_flag1;
input handshake_clk2_flag2;
output handshake_clk2_flag3;
output handshake_clk2_flag4;
input clk2_fifo_flag1;
input clk2_fifo_flag2;
output clk2_fifo_flag3;
output clk2_fifo_flag4;
reg  [31:0] seed_tmp;
reg  [31:0] rand_1,rand_2,rand_3;
reg  [8:0]  cnt_256;
wire [8:0]  cnt_256_conv;
reg  start;
reg  start_2;
reg in_buff1, in_buff2;
always @(posedge clk or negedge rst_n) begin
    if (!rst_n) begin
        in_buff1 <= 1'b0;
    end else begin
        in_buff1 <= (in_valid) ? 1'b1 :1'b0;
    end
end
always @(posedge clk or negedge rst_n) begin
    if (!rst_n) begin
        in_buff2 <= 1'b0;
    end else begin
        in_buff2 <= in_buff1;
    end
end
wire  flag_256 , flag_conv;
wire [31:0] r1,r2,r3;
assign r2 = rand_1 ^ (rand_1 >> 17);
assign r3 = r2 ^ (r2 << 5);
assign flag_256 = (cnt_256_conv == 9'd256) ? 1'b1 : 1'b0 ;
NDFF_BUS_syn  #(9) sync_w2r(.D(cnt_256), .Q(cnt_256_conv), .clk(clk), .rst_n(rst_n));
always @(posedge clk or negedge rst_n) begin  
    if (!rst_n) begin
        cnt_256 <= 9'b0;
    end else begin 
        if (flag_256)
            cnt_256 <= 9'd0;
        else if (start && !fifo_full)
            cnt_256 <= cnt_256 + 1'b1;
    end
end
always @(posedge clk or negedge rst_n) begin  
    if (!rst_n) begin
        seed_tmp <= 32'b0;
    end else begin
        if (in_valid)
            seed_tmp <= seed;
    end
end
always @(posedge clk or negedge rst_n) begin  
    if (!rst_n) begin
        start <= 1'b0;
    end else begin
        if (in_valid)
            start <= 1'b1;
        else if (flag_256)
            start <= 1'b0;
    end
end
always @(posedge clk or negedge rst_n) begin  
    if (!rst_n) begin
        rand_1 <= 32'b0;
    end else begin
        if (in_valid)
            rand_1 <= seed ^ (seed << 13);
        else if (start)
            rand_1 <= (!fifo_full) ? r3 ^ (r3 << 13) : rand_1; 
    end
end
always @(posedge clk or negedge rst_n) begin  
    if (!rst_n) begin
        rand_3 <= 32'b0;
    end else begin
        rand_3 <= (!fifo_full) ? r2 ^ (r2 << 5) : rand_3;
    end
end
always @(*) begin  
    if (!rst_n) begin
        out_valid = 1'b0;
    end else begin
        if (start && !fifo_full && !flag_256)
            out_valid = 1'b1;
        else
            out_valid = 1'b0;    
    end
end
always @(*) begin  
    rand_num = r3;
end
endmodule
module CLK_3_MODULE (
    clk,
    rst_n,
    fifo_empty,
    fifo_rdata,
    fifo_rinc,
    out_valid,
    rand_num,
    fifo_clk3_flag1,
    fifo_clk3_flag2,
    fifo_clk3_flag3,
    fifo_clk3_flag4
);
input clk;
input rst_n;
input fifo_empty;
input [31:0] fifo_rdata;
output reg fifo_rinc;
output reg out_valid;
output reg [31:0] rand_num;
input fifo_clk3_flag1;
input fifo_clk3_flag2;
output fifo_clk3_flag3;
output fifo_clk3_flag4;
reg buff_1;
reg empty_buff;
reg [8:0] cnt_out;
always @(*) begin
        fifo_rinc = !fifo_empty;
end
always @(posedge clk or negedge rst_n) begin  
    if (!rst_n) begin
        buff_1 <= 1'b0;
    end else begin
        buff_1 <= fifo_rinc;
    end
end
always @(posedge clk or negedge rst_n) begin  
    if (!rst_n) begin
        out_valid <= 1'b0;
    end else begin
        out_valid <= buff_1;
    end   
end
always @(*) begin  
    if (!rst_n) begin
        rand_num = 32'b0;
    end else begin
        if(out_valid)
            rand_num = fifo_rdata;
        else
            rand_num = 32'b0;
    end
end
endmodule
==> results_dict.tcl <==
# flow metrics
set metrics [dict create \
    clk_pin_slew_worst_paths_ns 0.03 \
    worst-path-max-fanout 6 \
    num_vias 641 \
    grt_antenna_before_repair 0 \
    openroad.warnings 29 \
    antennaDiodeCount 0 \
    r2r_setup_slack_ns 1.04 \
    run_status "finished, violations left" \
    cts_made_buffers 3 \
    detail_route.wirelength_um 2771 \
    period_used_pct 106.4 \
    critPathKind "flip-flop to output pin" \
    logic_area_um2 356.6 \
    drive_gt1_share_pct 67.77 \
    cts_sinks 2 \
    postCtsHoldBufs 0 \
    setup_viol 20 \
    core_area_mm2 0.003416 \
    static-leakage-power_nw 0.6212 \
    wire_length_of_the_first_global_routing_pass_um 4291 \
    synthesis.instances 44 \
    ys_warn_count 3 \
    critical_path.reg2reg.startpoint "buff_1$_DFF_PN0_" \
    layout.cells.most_common_list "sky130_fd_sc_hd__clkdlybuf4s50_1, sky130_fd_sc_hd__and3_4, sky130_fd_sc_hd__buf_6" \
    dr.pass1.iters 4 \
    timing.max_cap.violations 0 \
    clk-insertion-delay-late_ns 0.22 \
    skew_ns 0.003184 \
    chipHeight_um 80 \
    synth-seq-area-share_pct 14.60 \
    global_route.overflow_total 0 \
    detail_route.drc_violations 0 \
    rsz0062_at_grt "yes" \
    power-per-cell-area_mw_per_mm2 349.5 \
    synth.avg_cell_area_um2 7.792 \
    post_drt_via_cell_ratio 3.838 \
    gp_congestion 0.6890 \
    setup_ws_ns -0.09566 \
    fillers 329 \
    cp.required_ns 1.20 \
    failed_checks "negative setup slack" \
    first_global_vias 732 \
    lay_top_count "sky130_fd_sc_hd__clkdlybuf4s50_1" \
    timing.critical_path.to_type "output pin" \
    place_inst 154 \
    regArea_um2 51.30 \
    layout-area-overhead-vs-synth_pct 293.4 \
    mappedNetlistArea_um2 342.8 \
    die_width_um 80 \
    yosys-stat-area_um2 342.8 \
    worst_r2r_path_depth 0 \
    maximum_operating_frequency_mhz 626.7 \
    cts.root.buffer_cell "sky130_fd_sc_hd__clkbuf_4" \
    grt_max_degree 18 \
    htree_num_levels 1 \
    final_period_minus_worst_setup_slack_ns 1.596 \
    fp.dieArea_mm2 0.006400 \
    timing_hold_violations_final 0 \
    ys_types 7 \
    groute.usage.overall_pct 8.353 \
    worst_hold_path_type "primary input to asynchronous set/reset pin" \
    ys_cells 44 \
    detail_route_antenna_nets 0 \
    placement.io_buffers 68 \
    timing.setup.tns_ns -1.632 \
    crit_path_arrival_time_ns 1.30 \
    r2r_end "out_valid$_DFF_PN0_" \
    num_io_pins 73 \
    detail_route.wl_per_cell_um 16.59 \
    worst_setup_path_start_kind "flip-flop" \
    slew_viol_final 0 \
    numSynthFlops 2 \
    fp_util_pct 10.04 \
    vdd.ir_drop.worst_mv 0.4428 \
    tritoncts "done" \
    detailed_route_iter0_violations 16 \
    std_cell_rows 21 \
    finish.cell_count_without_fillers 167 \
    ctsLongestPathBuffers 2 \
]
cell families after synthesis:
logic type	Yosys count	synth area share (%)
buffers and inverters	9	14.23
other	1	1.094
and+or+nand+nor	32	70.07
DFF	2	14.60
cells in the mapped netlist, drive strengths merged:
master   n  area [um2]
and3    32       240.2
buf      5       30.02
clkbuf   3       15.01
conb     1       3.750
dfrtp    2       50.05
inv      1       3.750
sequential cells by signal (all words and copies together), names as in the netlist:
| signal | count |
|---|---|
| buff_1 | 1 |
| out_valid | 1 |
metal layers:
| metal | up-vias | track usage [%] | share of wire, % |
|---|---|---|---|
| met4 | 0 | 0.3521 | 0 |
| li1 | 317 | - | - |
| met1 | 305 | 9.748 | 39 |
| met3 | 0 | 2.159 | 4.9 |
| met5 | - | 0 | 0 |
| met2 | 19 | 15.49 | 56 |
critical path, cell delays in order, from the launching register on:
cell and delay, ns:
sky130_fd_sc_hd__dfrtp_2 0.44, sky130_fd_sc_hd__buf_6 0.14, sky130_fd_sc_hd__buf_12 0.12, sky130_fd_sc_hd__buf_16 0.13, sky130_fd_sc_hd__and3_4 0.14, sky130_fd_sc_hd__buf_6 0.10
how the worst max path moves through the flow:
| stage | slack, ns | cells past startpoint | to | from |
|---|---|---|---|---|
| final | -0.1 | 5 | rand_num[15] | out_valid$_DFF_PN0_ |
| after global routing | -0.14 | 5 | rand_num[30] | out_valid$_DFF_PN0_ |
| after CTS | -0.1 | 5 | rand_num[30] | out_valid$_DFF_PN0_ |
where the power goes:
group	leakage [nW]	switching, mW	internal (mW)	total [mW]
combinational	0.585	0.0740	0.219	0.293
clock	0.0138	0.0295	0.0882	0.118
sequential	0.0223	0.00313	0.0574	0.0605
timing repair:
item | in CTS | in global routing
gates cloned | 5 | 0
setup endpoints to repair | 34 | 31
gates resized | 142 | 17
buffers inserted | 6 | 0
per-stage QoR:
step / utilization (%) / hold WS (ns) / setup WS [ns] / area, um2 / power (mW)
2_1_floorplan: - / 0.004409 / 0.5315 / 346.6 / 0.1011
3_3_place_gp: 31.83 / 0.3377 / -0.4318 / 1087 / 0.2746
3_5_place_dp: 31.83 / 0.3413 / -0.4531 / 1087 / 0.2776
4_1_cts: 38.35 / 0.1721 / -0.09953 / 1310 / 0.4725
5_1_grt: 39.49 / 0.1852 / -0.1432 / 1349 / 0.5111
6_report: 39.49 / 0.1888 / -0.09566 / 1349 / 0.4715
area by class of cell:
| cell class | count | share of cell area, % |
|---|---|---|
| inverter | 1 | 0.2783 |
| clock buffer | 3 | 1.670 |
| timing repair buffer | 81 | 63.54 |
| sequential | 2 | 3.803 |
| multi-input combinational | 34 | 26.44 |
| tap | 46 | 4.267 |
Power and IR drop assume default switching activity.
