[config.mk]
export PLATFORM = sky130hd
export DESIGN_NAME = SMC
export DESIGN_NICKNAME = SMC
export VERILOG_FILES = /design/flow/design.v
export SDC_FILE = /design/flow/constraint.sdc
export NUM_CORES = 4
export LEC_CHECK = 1
export CORE_UTILIZATION = 30
[constraint.sdc]
current_design SMC

set clk_period 42.4
set clk_io_pct 0.2

create_clock -name clk0 -period $clk_period

set non_clock_inputs [all_inputs -no_clocks]
set_input_delay [expr $clk_period * $clk_io_pct] -clock clk0 $non_clock_inputs
set_output_delay [expr $clk_period * $clk_io_pct] -clock clk0 [all_outputs]
[design.v]
module SMC(
         mode,
         W_0, V_GS_0, V_DS_0,
         W_1, V_GS_1, V_DS_1,
         W_2, V_GS_2, V_DS_2,
         W_3, V_GS_3, V_DS_3,
         W_4, V_GS_4, V_DS_4,
         W_5, V_GS_5, V_DS_5,
         out_n
       );
input [2:0] W_0, V_GS_0, V_DS_0;
input [2:0] W_1, V_GS_1, V_DS_1;
input [2:0] W_2, V_GS_2, V_DS_2;
input [2:0] W_3, V_GS_3, V_DS_3;
input [2:0] W_4, V_GS_4, V_DS_4;
input [2:0] W_5, V_GS_5, V_DS_5;
input [1:0] mode;
output [7:0] out_n;         					 
wire [6:0] I_g0, I_g1, I_g2, I_g3, I_g4, I_g5;
wire [6:0] n0, n1, n2, n3, n4, n5;
Calculate cal0(.w(W_0), .v_gs(V_GS_0), .v_ds(V_DS_0), .mode(mode[0]), .i_g(I_g0));
Calculate cal1(.w(W_1), .v_gs(V_GS_1), .v_ds(V_DS_1), .mode(mode[0]), .i_g(I_g1));
Calculate cal2(.w(W_2), .v_gs(V_GS_2), .v_ds(V_DS_2), .mode(mode[0]), .i_g(I_g2));
Calculate cal3(.w(W_3), .v_gs(V_GS_3), .v_ds(V_DS_3), .mode(mode[0]), .i_g(I_g3));
Calculate cal4(.w(W_4), .v_gs(V_GS_4), .v_ds(V_DS_4), .mode(mode[0]), .i_g(I_g4));
Calculate cal5(.w(W_5), .v_gs(V_GS_5), .v_ds(V_DS_5), .mode(mode[0]), .i_g(I_g5));
Sort sorting(.i_g0(I_g0), .i_g1(I_g1), .i_g2(I_g2), .i_g3(I_g3), .i_g4(I_g4), .i_g5(I_g5),
             .n0(n0), .n1(n1), .n2(n2), .n3(n3), .n4(n4), .n5(n5));
Output out(.n0(n0), .n1(n1), .n2(n2), .n3(n3), .n4(n4), .n5(n5), .mode(mode), .out(out_n));
endmodule
  module Calculate (w, v_gs, v_ds, mode, i_g);
input [2:0] w;
input [2:0] v_gs;
input [2:0] v_ds;
input mode;  
output [6:0] i_g;
reg [5:0] tri_sat;
reg [3:0] mult1;
reg [2:0] mult2;
reg [3:0] gm;
wire [2:0] v_ov;
wire [3:0] v_ov_2;
wire [7:0] w_b4;
assign v_ov = v_gs - 1'b1;
assign v_ov_2 = v_ov << 1;
assign w_b4 = tri_sat * w;
assign i_g = w_b4 / 2'd3;
always @(*)
  begin
    if (mode == 1'b0)
      begin
        tri_sat = gm;
      end
    else
      begin
        tri_sat = mult1 * mult2;
      end
  end
always@(*)
  begin
    if (v_ov > v_ds)
      begin  
        mult1 = v_ov_2 - v_ds;
        mult2 = v_ds;
        gm = v_ds << 1;
      end
    else
      begin  
        mult1 = v_ov;
        mult2 = v_ov;
        gm = v_ov << 1;
      end
  end
endmodule
module Com3(in1,in2,in3,out1,out2,out3);
  input [6:0] in1,in2,in3;
  output [6:0] out1,out2,out3;
  reg [6:0] i1,i2,i3;
  assign {out1,out2,out3} = {i1,i2,i3};
  always @(*) begin
    {i1 , i2 , i3} = {in1,in2,in3};
    if (i1 < i2) 
        begin
          {i1 , i2} = {i2 , i1};
        end
    if (i2 < i3)
        begin
          {i2 , i3} = {i3 , i2};
        end
    if (i1 < i2)
        begin
          {i1 , i2} = {i2 , i1};
        end 
  end
endmodule
module Com2(in1,in2,out1,out2);
  input [6:0] in1,in2;
  output [6:0] out1,out2;
  reg [6:0] i1,i2;
  assign {out1,out2} = {i1,i2};
  always @(*) begin
      {i1 , i2} = {in1,in2};
      if (i1 < i2) 
        begin
          {i1 , i2} = {i2 , i1};
        end
  end
endmodule
  module Sort(i_g0, i_g1, i_g2, i_g3, i_g4, i_g5, n0, n1, n2, n3, n4, n5);
input [6:0] i_g0, i_g1, i_g2, i_g3, i_g4, i_g5;
output [6:0] n0, n1, n2, n3, n4, n5;
wire [6:0] top1,top2,top3,under1,under2,under3;
wire [6:0] w1,w2,w3,w4,w5,w6;
wire [6:0] ww2,ww3,ww4,ww5;
wire [6:0] www3,www4;
assign {n0,n1,n2,n3,n4,n5} = {w1,ww2,www3,www4,ww5,w6};
Com3 up1(.in1(i_g0),.in2(i_g1),.in3(i_g2),.out1(top1),.out2(top2),.out3(top3));
Com3 down1(.in1(i_g3),.in2(i_g4),.in3(i_g5),.out1(under1),.out2(under2),.out3(under3));
Com2 up2(.in1(top1),.in2(under1),.out1(w1),.out2(w2));
Com2 mid2(.in1(top2),.in2(under2),.out1(w3),.out2(w4));
Com2 down2(.in1(top3),.in2(under3),.out1(w5),.out2(w6));
Com2 up3(.in1(w2),.in2(w3),.out1(ww2),.out2(ww3));
Com2 down3(.in1(w4),.in2(w5),.out1(ww4),.out2(ww5));
Com2 mid4(.in1(ww3),.in2(ww4),.out1(www3),.out2(www4));
endmodule
  module Output (n0, n1, n2, n3, n4, n5, mode, out);
input [6:0] n0, n1, n2, n3, n4, n5;
input [1:0] mode;
output [7:0] out;
reg [11:0] sum;
reg [6:0] substract;
reg [11:0] w1;
reg [6:0] add1,add2,add3;
assign out = (w1 >> 2) / 2'd3;
always@(*)
  begin
    case (mode[1])
      1'b0:
        begin
          add1 = n3;
          add2 = n4;
          add3 = n5;
        end
      default:
        begin
          add1 = n0;
          add2 = n1;
          add3 = n2;
        end
    endcase
  end
always@(*)
  begin
    sum =( add1 + add2 + add3 ) << 2;
    substract = add1 - add3;
  end
  always@(*)
  begin
    if (mode[0] == 1'b0)
        w1 = sum;
    else
        w1 = sum - substract;
  end
endmodule
[run.sh]
#!/bin/bash
# OpenROAD 26Q1-2900-gdf79404cd8, Yosys 0.63+post, stock flow scripts
make -C /OpenROAD-flow-scripts/flow DESIGN_CONFIG=/design/flow/config.mk WORK_HOME=/design/flow/orfs finish
==> results.cfg <==
; implementation run metrics
[sta]
max-slew-margin-rel_pct = 41.15
finalCritPeriodShare_pct = 95.89
clock.fmax_mhz = 24.60
hold_violations = 0
setup_ws_ns = 1.744
worst_pin_slew_ns = 0.8827
rsz0062_at_grt = no
setup_violations = 0
fin_crit_ns = 40.66
whs_ns = 18.17
maxSlewViolCount = 0
tns_ns = 0

[floorplanning]
num_rows = 85
fp_util_pct = 30.39
die-height_um = 235.7
pin_count = 64
core_um2 = 53920
dieArea_um2 = 55550
die_w_um = 235.7

[yosys]
yosys.area.top_type = ha_1
top_area_share_pct = 15.12
synth_area_um2 = 16380
syn_inst = 2363
synth_seq_share_pct = 0
postSynthAreaPerCell_um2 = 6.934
area_leaders = ha_1 15%, fa_1 7.0%, mux2i_1 5.8%
yosys_warnings = 4
synth.distinct_cells = 113
ys_cells = 2363
ys_area_um2 = 16380

[detailed_routing]
dr_total_vias = 16610
ant_nets = 0
drt_wl_total_um = 42460
drt_iter0_markers = 1031
antenna_cells = 0
firstDrtPassIters = 5
vias_per_cell = 5.433
drc = 0
wl_per_cell_um = 13.89

[critical_path]
cp_data_arrival_time_ns = 32.18
cp_slowest_cell = o31ai_4
criticalPathCategory = in2out
critPathMostFrequentCell = ha_1
cpPeakStageDelay_ns = 0.77
crit_required_ns = 33.92
start_kind = primary input
endpoint_kind = output port
critPathMaxFanout = 19

[grt]
grt_max_degree = 52
antenna_found_initial = 0
grt.total_usage_pct = 15.41
grt_pass1_wl_um = 72750
overflow = 0
grt_pass1_vias = 15089

[worst_hold_path]
min_path_type = in2out
hold_depth = 5
hp-start = mode[0]
min_to = out_n[0]

[flow_run]
warnings = 32
drv_cap = 0

[cells_and_area]
lay_top_count = nand2_1
drive_gt1_share_pct = 6.777
layout_top_cells = 237 x nand2_1, 198 x ha_1, 192 x inv_1, 190 x nor2_1, 170 x a21oi_1
fillCellCount = 5689
post-route-util_pct = 33.05
seqCellArea_um2 = 0
seq_cell_count = 0
clock_buffers = 0
area_growth_pct = 8.774

[outcome]
outcome = finished, final reports clean

[placement]
portBuffers = 64
place_congestion = 0.9660
pre_cts_ws_ns = 0.7324
dp_hpwl_um = 35180

[clocking]
cts_hold_buf = 0
per-layer routing:
| metal | wire length [µm] | vias to the layer above | GRT usage, % | share of wire, % |
|---|---|---|---|---|
| met5 | 0 | - | 0 | 0 |
| met2 | 19040 | 339 | 25.35 | 45 |
| met4 | 584 | 0 | 1.921 | 1.4 |
| met3 | 1357 | 41 | 0.5268 | 3.2 |
| li1 | - | 8730 | - | - |
| met1 | 21470 | 7500 | 23.11 | 51 |
logic make-up (layout without fill, tap and decap cells):
family                     count (synthesis)  count (layout)  synth area share [%]
adders and majority gates                260             260                 22.41
muxes                                    129             129                 8.301
buffers and inverters                    286             284                 6.751
xor gates and xnor gates                  97              97                 5.529
AOI/OAI and AO/OA                        723             723                 30.47
and+or+nand+nor                          868             868                 26.54
critical path, delay by kind of cell:
family / cells / cell delay, ns
buffers and inverters: 12 / 1.86
AOI/OAI and AO/OA: 36 / 8.83
xor gates and xnor gates: 2 / 0.73
adders and majority gates: 19 / 6.75
muxes: 5 / 1.73
and+or+nand+nor: 21 / 3.75
stage by stage:
stage                     cells  instance area [µm²]
after floorplan            2363                16380
after global placement     3051                17660
final                      3057                17820
after CTS                  3051                17660
after detailed placement   3051                17660
after global routing       3057                17820
Yosys cell counts (15+ instances only):
cell type / number
o211ai_1: 32
nor3_1: 47
nand4_1: 29
o21bai_1: 16
nor2b_1: 38
a21o_1: 54
nor3b_1: 15
and2_1: 34
a211oi_1: 28
a21oi_1: 172
and3_1: 38
o22ai_1: 18
nor2_1: 192
mux2i_1: 95
inv_1: 192
o21ai_0: 132
clkbuf_1: 71
ha_1: 198
nand3b_1: 24
xor2_1: 31
mux2_2: 28
nand2_1: 238
nand2b_1: 21
or2_2: 22
xnor2_1: 61
fa_1: 57
o21a_1: 24
a31oi_1: 29
nand3_1: 91
a211o_1: 15
how the worst max path moves through the flow:
stage	start	to	slack (ns)	cells after the start
after CTS	V_GS_0[0]	out_n[0]	0.67	99
after global routing	V_GS_0[0]	out_n[0]	0.005	99
final	V_GS_4[0]	out_n[0]	1.74	95
layout make-up:
cell class                 count  area, µm²  share of cell area (%)
inverter                     194      728.2                   4.086
multi-input combinational   2077      15380                   86.30
timing repair buffer          90      843.3                   4.732
tap                          696      870.8                   4.886
timing repair:
item,in CTS,in global routing
gates resized,0,25
setup buffers,0,6
setup endpoints to repair,0,5
hold endpoints to repair,0,0
