<file path="/design/flow/run.sh">
#!/bin/bash
# OpenROAD 26Q1-2900-gdf79404cd8, Yosys 0.63+post, stock flow scripts
make -C /OpenROAD-flow-scripts/flow DESIGN_CONFIG=/design/flow/config.mk WORK_HOME=/design/flow/orfs finish
</file>
<file path="/design/flow/config.mk">
export PLATFORM = sky130hd
export DESIGN_NAME = BRIDGE
export DESIGN_NICKNAME = BRIDGE
export VERILOG_FILES = /design/flow/design.v
export SDC_FILE = /design/flow/constraint.sdc
export NUM_CORES = 4
export LEC_CHECK = 1
export CORE_UTILIZATION = 40
</file>
<file path="/design/flow/constraint.sdc">
current_design BRIDGE

set clk_period 8.9
set clk_io_pct 0.2

create_clock -name clk0 -period $clk_period [get_ports {clk}]

set non_clock_inputs [all_inputs -no_clocks]
set_input_delay [expr $clk_period * $clk_io_pct] -clock clk0 $non_clock_inputs
set_output_delay [expr $clk_period * $clk_io_pct] -clock clk0 [all_outputs]
</file>
<file path="/design/flow/design.v">
module BRIDGE(
         clk,
         rst_n,
         in_valid,
         direction,
         addr_dram,
         addr_sd,
         out_valid,
         out_data,
         AR_VALID, AR_ADDR, R_READY, AW_VALID, AW_ADDR, W_VALID, W_DATA, B_READY,
         AR_READY, R_VALID, R_RESP, R_DATA, AW_READY, W_READY, B_VALID, B_RESP,
         MISO,
         MOSI
       );
input clk, rst_n;
input in_valid;
input direction;
input [12:0] addr_dram;
input [15:0] addr_sd;
output reg out_valid;
output reg [7:0] out_data;
output reg [31:0] AW_ADDR;
output reg AW_VALID;
input AW_READY;
output reg W_VALID;
output reg [63:0] W_DATA;
input W_READY;
input B_VALID;
input [1:0] B_RESP;
output reg B_READY;
output reg [31:0] AR_ADDR;
output reg AR_VALID;
input AR_READY;
input [63:0] R_DATA;
input R_VALID;
input [1:0] R_RESP;
output reg R_READY;
input MISO;
output reg MOSI;
parameter STATE_BIT = 4;
parameter IDLE = 4'd0;
parameter D_READ = 4'd1;
parameter READY_D = 4'd2;
parameter COMMAND = 4'd3;
parameter WAIT_RESPONSE = 4'd4;
parameter AFTER_RESPONSE = 4'd5;
parameter S_WRITE_DATA = 4'd6;
parameter DATA_RESPONSE = 4'd7;
parameter OUTPUT = 4'd8;
parameter S_READ_DATA = 4'd9;
parameter D_WRITE = 4'd10;
parameter W_DATA_READY = 4'd11;
parameter B_RESPONSE = 4'd12;
parameter LONGER_BUSY = 4'd13;
reg [STATE_BIT-1:0] c_state,n_state;
reg direct;
reg [12:0] add_ram;
reg [15:0] add_sd;
reg [63:0] data_dram,data_sdread;
reg [6:0] cnt_DRAM_read,cnt_command,cnt_swrite;
reg [6:0] cnt_busy,cnt_out,cnt_sread,cnt_DRAM_w;
reg [8:0] cnt_response;
reg [6:0] crc7;
reg [15:0] crc16;
wire [5:0] instruction;
assign instruction = (direct) ? 6'd17: 6'd24;
wire [47:0] comm;
assign comm = {2'b01,instruction,16'b0,add_sd,crc7,1'b1};
wire [87:0] data_SD;
assign data_SD = {8'hfe,data_dram,crc16};
always @(posedge clk or negedge rst_n)
  begin
    if (!rst_n)
      begin
        c_state <= IDLE;
      end
    else
      begin
        c_state <= n_state;
      end
  end
always @(*)
  begin
    if (!rst_n)
      begin
        n_state = IDLE;
      end
    else
      begin
        case (c_state)
          IDLE:
            begin
              if (in_valid)
                begin
                  if (!direction)
                    begin
                      n_state = D_READ;
                    end
                  else
                    begin
                      n_state = COMMAND;
                    end
                end
              else
                begin
                  n_state = c_state;
                end
            end
          D_READ:
            begin
              if (AR_READY && AR_VALID)
                n_state = READY_D;
              else
                n_state = c_state;
            end
          READY_D:
            begin
              if (R_VALID && R_READY)
                n_state = COMMAND;
              else
                n_state = c_state;
            end
          COMMAND:
            begin
              if (cnt_command == 7'd47)
                n_state = WAIT_RESPONSE;
              else
                n_state = c_state;
            end
          WAIT_RESPONSE:
            begin
              if (!MISO)
                n_state = AFTER_RESPONSE;
              else
                n_state = c_state;
            end
          AFTER_RESPONSE:
            begin
              if (cnt_response == 14 && instruction == 6'd24)
                n_state = S_WRITE_DATA;
              else if (cnt_response > 14 && !MISO && instruction == 6'd17)
                n_state = S_READ_DATA;
              else
                n_state = c_state;
            end
          S_WRITE_DATA:
            begin
              if (cnt_swrite == 7'd87)
                n_state = DATA_RESPONSE;
              else
                n_state = c_state;
            end
          DATA_RESPONSE:
            begin
              if (cnt_busy == 4'd7)
                n_state = LONGER_BUSY;
              else
                n_state = c_state;
            end
          OUTPUT:
            begin
              if (cnt_out == 4'd8)
                n_state = IDLE;
              else
                n_state = c_state;
            end
          S_READ_DATA:
            begin
              if (cnt_sread == 7'd79)
                n_state = D_WRITE;
              else
                n_state = c_state;
            end
          D_WRITE:
            begin
              if (AW_READY && AW_VALID)
                n_state = W_DATA_READY;
              else
                n_state = c_state;
            end
          W_DATA_READY:
            begin
              if (W_READY && W_VALID)
                n_state = B_RESPONSE;
              else
                n_state = c_state;
            end
          B_RESPONSE:
            begin
              if (B_VALID && B_READY)
                begin
                  n_state = OUTPUT;
                end
              else
                begin
                  n_state = c_state;
                end
            end
          LONGER_BUSY:
            begin
              if (MISO == 1)
                n_state = OUTPUT;
              else
                n_state = c_state;
            end
          default:
            n_state = IDLE;
        endcase
      end
  end
always @(*)
  begin  
    if (!rst_n)
      begin
        out_valid = 1'b0;
      end
    else
      begin
        if (c_state == OUTPUT && cnt_out >= 1'b1)
          out_valid = 1'b1;
        else
          out_valid = 1'b0;
      end
  end  
always @(*)
  begin  
    if (!rst_n)
      begin
        out_data = 8'b0;
      end
    else
      begin
        if (c_state == OUTPUT && cnt_out >= 1'b1)
          begin
            if (instruction == 6'd24)
              begin
                case (cnt_out)
                  7'd1:
                    out_data = data_dram[63:56];
                  7'd2:
                    out_data = data_dram[55:48];
                  7'd3:
                    out_data = data_dram[47:40];
                  7'd4:
                    out_data = data_dram[39:32];
                  7'd5:
                    out_data = data_dram[31:24];
                  7'd6:
                    out_data = data_dram[23:16];
                  7'd7:
                    out_data = data_dram[15:8];
                  7'd8:
                    out_data = data_dram[7:0];
                  default:
                    out_data = 8'b0;
                endcase
              end
            else
              begin
                case (cnt_out)
                  7'd1:
                    out_data = data_sdread[63:56];
                  7'd2:
                    out_data = data_sdread[55:48];
                  7'd3:
                    out_data = data_sdread[47:40];
                  7'd4:
                    out_data = data_sdread[39:32];
                  7'd5:
                    out_data = data_sdread[31:24];
                  7'd6:
                    out_data = data_sdread[23:16];
                  7'd7:
                    out_data = data_sdread[15:8];
                  7'd8:
                    out_data = data_sdread[7:0];
                  default:
                    out_data = 8'b0;
                endcase
              end
          end
        else
          out_data = 8'b0;
      end
  end  
always @(*)  
  begin
    if (!rst_n)
      begin
        AW_ADDR = 32'b0;
      end
    else
      begin
        if (c_state == D_WRITE)
          AW_ADDR = add_ram;
        else
          AW_ADDR = 32'b0;
      end
  end  
always @(*)  
  begin
    if (!rst_n)
      begin
        AW_VALID = 1'b0;
      end
    else
      begin
        if (c_state == D_WRITE)
          AW_VALID = 1'b1;
        else
          AW_VALID = 1'b0;
      end
  end  
always @(*)  
  begin
    if (!rst_n)
      begin
        W_DATA = 64'b0;
      end
    else
      begin
        if (c_state == W_DATA_READY && cnt_DRAM_w > 1'b0)
          W_DATA = data_sdread;
        else
          W_DATA = 64'b0;
      end
  end  
always @(*)  
  begin
    if (!rst_n)
      begin
        W_VALID = 1'b0;
      end
    else
      begin
        if (c_state == W_DATA_READY && cnt_DRAM_w > 1'b0)
          W_VALID = 1'b1;
        else
          W_VALID = 1'b0;
      end
  end  
always @(*)  
  begin
    if (!rst_n)
      begin
        B_READY = 1'b0;
      end
    else
      begin
        if (c_state == B_RESPONSE)
          begin
            B_READY = 1'b1;
          end
        else
          begin
            B_READY = 1'b0;
          end
      end
  end  
always @(*)  
  begin
    if (!rst_n)
      begin
        AR_ADDR = 32'b0;
      end
    else
      begin
        case (c_state)
          D_READ:
            begin
              AR_ADDR = add_ram;
            end
          default:
            AR_ADDR = 32'b0;
        endcase
      end
  end  
always @(*)  
  begin
    if (!rst_n)
      begin
        AR_VALID = 1'b0;
      end
    else
      begin
        case (c_state)
          D_READ:
            begin
              AR_VALID = 1'b1;
            end
          default:
            AR_VALID = 1'b0;
        endcase
      end
  end  
always @(*)  
  begin
    if (!rst_n)
      begin
        R_READY = 1'b0;
      end
    else
      begin
        case (c_state)
          READY_D:
            begin
              if (cnt_DRAM_read > 1'b0)
                R_READY = 1'b1;
              else
                R_READY = 1'b0;
            end
          default:
            R_READY = 1'b0;
        endcase
      end
  end  
always @(*)
  begin
    if (!rst_n)
      begin
        MOSI = 1'b1;
      end
    else
      begin
        case (c_state)
          COMMAND:
            begin
              MOSI = comm[47-cnt_command];
            end
          S_WRITE_DATA:
            begin
              MOSI = data_SD[87-cnt_swrite];
            end
          default:
            MOSI = 1'b1;
        endcase
      end
  end  
always @(posedge clk or negedge rst_n)  
  begin
    if (!rst_n)
      begin
        direct <= 1'b0;
      end
    else
      begin
        if (c_state == IDLE)
          begin
            if (direction)
              begin
                direct <= 1'b1;
              end
            else
              begin
                direct <= 1'b0;
              end
          end
        else
          begin
            direct <= direct;
          end
      end
  end  
always @(posedge clk or negedge rst_n)  
  begin
    if (!rst_n)
      begin
        add_ram <= 13'b0;
      end
    else
      begin
        if (c_state == IDLE)
          begin
            if (in_valid)
              add_ram <= addr_dram;
          end
        else
          begin
            add_ram <= add_ram;
          end
      end
  end  
always @(posedge clk or negedge rst_n)  
  begin
    if (!rst_n)
      begin
        add_sd <= 16'b0;
      end
    else
      begin
        if (c_state == IDLE)
          begin
            if (in_valid)
              add_sd <= addr_sd;
          end
        else
          begin
            add_sd <= add_sd;
          end
      end
  end  
always @(posedge clk or negedge rst_n)
  begin
    if (!rst_n)
      begin
        data_dram <= 64'b0;
      end
    else
      begin
        if (c_state == READY_D && R_VALID == 1)
          data_dram <= R_DATA;
        else
          data_dram <= data_dram;
      end
  end
always @(posedge clk or negedge rst_n)
  begin
    if (!rst_n)
      begin
        data_sdread <= 64'b0;
      end
    else
      begin
        if (c_state == S_READ_DATA && cnt_sread<=7'd63)
          data_sdread <= {data_sdread[62:0],MISO};
        else
          data_sdread <= data_sdread;
      end
  end
always @(*)
  begin
    if (!rst_n)
      begin
        crc7 = 7'b0;
      end
    else
      begin
        if (c_state == COMMAND)
          crc7 = CRC7(comm[47:8]);
        else
          crc7 = 7'b0;
      end
  end
always @(*)
  begin
    if (!rst_n)
      begin
        crc16 = 7'b0;
      end
    else
      begin
        if (c_state == S_WRITE_DATA)
          crc16 = CRC16_CCITT(data_dram);
        else
          crc16 = 7'b0;
      end
  end
always @(posedge clk or negedge rst_n)  
  begin
    if (!rst_n)
      begin
        cnt_DRAM_read <= 7'b0;
      end
    else
      begin
        if (c_state == READY_D)
          begin
            cnt_DRAM_read <= cnt_DRAM_read + 1'b1;
          end
        else
          begin
            cnt_DRAM_read <= 7'b0;
          end
      end
  end  
always @(posedge clk or negedge rst_n)  
  begin
    if (!rst_n)
      begin
        cnt_command <= 7'b0;
      end
    else
      begin
        if (c_state == COMMAND)
          begin
            cnt_command <= cnt_command + 1'b1;
          end
        else
          begin
            cnt_command <= 7'b0;
          end
      end
  end  
always @(posedge clk or negedge rst_n)  
  begin
    if (!rst_n)
      begin
        cnt_response <= 7'b0;
      end
    else
      begin
        if (c_state == AFTER_RESPONSE)
          begin
            cnt_response <= cnt_response + 1'b1;
          end
        else
          begin
            cnt_response <= 7'b0;
          end
      end
  end  
always @(posedge clk or negedge rst_n)  
  begin
    if (!rst_n)
      begin
        cnt_swrite <= 7'b0;
      end
    else
      begin
        if (c_state == S_WRITE_DATA)
          begin
            cnt_swrite <= cnt_swrite + 1'b1;
          end
        else
          begin
            cnt_swrite <= 7'b0;
          end
      end
  end  
always @(posedge clk or negedge rst_n)  
  begin
    if (!rst_n)
      begin
        cnt_busy <= 7'b0;
      end
    else
      begin
        if (c_state == DATA_RESPONSE)
          begin
            cnt_busy <= cnt_busy + 1'b1;
          end
        else
          begin
            cnt_busy <= 7'b0;
          end
      end
  end  
always @(posedge clk or negedge rst_n)  
  begin
    if (!rst_n)
      begin
        cnt_out <= 7'b0;
      end
    else
      begin
        if (c_state == OUTPUT)
          begin
            cnt_out <= cnt_out + 1'b1;
          end
        else
          begin
            cnt_out <= 7'b0;
          end
      end
  end  
always @(posedge clk or negedge rst_n)  
  begin
    if (!rst_n)
      begin
        cnt_sread <= 7'b0;
      end
    else
      begin
        if (c_state == S_READ_DATA)
          begin
            cnt_sread <= cnt_sread + 1'b1;
          end
        else
          begin
            cnt_sread <= 7'b0;
          end
      end
  end  
always @(posedge clk or negedge rst_n)  
  begin
    if (!rst_n)
      begin
        cnt_DRAM_w <= 7'b0;
      end
    else
      begin
        if (c_state == W_DATA_READY)
          begin
            cnt_DRAM_w <= cnt_DRAM_w + 1'b1;
          end
        else
          begin
            cnt_DRAM_w <= 7'b0;
          end
      end
  end  
function automatic [6:0] CRC7;   
  input [39:0] data;   
  reg [6:0] crc;
  integer i;
  reg data_in, data_out;
  parameter polynomial = 7'h9;   
  begin
    crc = 7'd0;
    for (i = 0; i < 40; i = i + 1)
      begin
        data_in = data[39-i];
        data_out = crc[6];
        crc = crc << 1;   
        if (data_in ^ data_out)
          begin
            crc = crc ^ polynomial;
          end
      end
    CRC7 = crc;
  end
endfunction
function automatic [15:0] CRC16_CCITT;
  input [63:0] data;   
  reg [15:0] crc;
  integer i;
  reg data_in, data_out;
  parameter polynomial = 16'b0001_0000_0010_0001;   
  begin
    crc = 16'd0;
    for (i = 0; i < 64; i = i + 1)
      begin
        data_in = data[63-i];
        data_out = crc[15];
        crc = crc << 1;   
        if (data_in ^ data_out)
          begin
            crc = crc ^ polynomial;
          end
      end
    CRC16_CCITT = crc;
  end
endfunction
endmodule
</file>
==> run summary <==
Average detailed-routed wire length per instance: 19.8 µm
CTS HTree Levels: 1
Floorplan die height: 195 µm
Pre-antenna DRT Iters: 5
Critical-path top delay cell: sky130_fd_sc_hd__dfrtp_1
Setup repair bufs after CTS: 0
Post-synthesis average cell area: 11.8 µm²
Clock slew at the register clock pins of the worst setup and hold paths: 0.06 ns
Crit path DAT: 5.61 ns
Cells along the critical path: xnor3_2, xnor3_2, xnor3_2, xnor3_2, xor2_1, xnor2_1, xnor2_1, xor2_1, xnor2_1, a221oi_1, o32a_1, o311ai_2, clkdlybuf4s50_1
Starting DRT DRC Count: 574
Number of synthesis warnings: 1
Maximum clock frequency: 135 MHz
Most frequent cell on the critical path: sky130_fd_sc_hd__xnor3_2
Largest net degree at the start of global routing: 128
Non-filler cells in the finished layout: 1927
Register Area: 5760 µm²
Kind of critical path: register to output pin
Io pins: 250
Wirelength, routed: 38.2 mm
Post-synthesis async set-or-reset flop share: 100%
Vias after detailed routing: 10183
Vias per Instance: 5.28
Insertion delay at the late pin of the worst-skew pair: 0.55 ns
Post-Place Cells: 1874
Critical path's largest stage delay: 0.77 ns
Minimum clock period: 7.39 ns
Count of final hold-check violations: 0
Pins Over Slew Limit: 0
Most frequent cells in the layout: sky130_fd_sc_hd__dfrtp_1, sky130_fd_sc_hd__clkdlybuf4s50_1, sky130_fd_sc_hd__mux2_2
Sequential element share of the synthesized area: 38.5%
Count of endpoints failing setup in the final report: 0
Final estimated routing congestion in global placement: 0.977
Highest-count logic cell in the final layout: sky130_fd_sc_hd__dfrtp_1
Cell count listed in synth_stat.txt: 1262
Finished Cell Area: 18200 µm²
Placeable core region: 36700 µm²
Fraction of the cycle the final worst path needs: 83.0%
Element type at the critical path end: output pin
Antenna violation net count after detailed routing: 0
Proportion of layout cells with a drive suffix above 1: 20.2%
Number of synthesized register bits: 230
# rows: 70
Skew final: 0.00826 ns
Fill cells: 3220
Slew at the pin closest to its max-slew limit: 0.765 ns
Number of instances in the synthesized netlist: 1262
Min-delay worst type: register to register
Endpoint required time on the critical path: 7.12 ns
Total of buffers placed on input and output ports: 207
Max-cap violations: 0
Synthesis-to-finish area growth: 21.7%
Dpl cell area: 17200 µm²
Total half-perimeter wirelength after legalization and detailed placement: 27.8 mm
Number of synthesized flops with an enable pin: 0
Fin Setup TNS: 0 ns
Cell variety after synth: 79
Number of DRC violations after detailed routing: 0
Effective utilization at floorplan: 40.7%
Worst setup slack before clock tree synthesis: 2.12 ns
Fin worst setup slack: 1.51 ns
Unrepaired setup endpoints after global routing: false
Synthesized cell area: 14900 µm²
Kind of cell adding the most delay to the critical path: XOR/XNOR gates
Slew margin rel.: 49.0%
Highest net fanout along the worst path: 10
Status: finished, final reports clean
Total congestion overflow: 0
Total GRT Usage: 21.1%
Root buffer selected by CTS: sky130_fd_sc_hd__clkbuf_16
Post-synth top flop: sky130_fd_sc_hd__dfrtp_1
Num CTS Buffers: 28
Vias in the first global route: 10118
Global-route wire length before repair: 59.7 mm
Summed standard-cell area reported by yosys: 14900 µm²
Number of hold buffers added after cts: 0
TritonCTS clock tree: done
Max clock buf depth: 3
Initial antenna violation count: 3
Tool Warnings: 41
CP bufs+invs: 1
Comb. cell area: 8630 µm²
Count of clock tree sinks: 230
Area enclosed by the die boundary: 38100 µm²
Die x size: 195 µm
Number of gates resized after cts: 0
Type of element launching the critical path: register
-- layer usage --
| metal | track usage [%] | vias to the layer above | part of all wire, % |
|---|---|---|---|
| met2 | 30.4 | 362 | 44 |
| met4 | 4.08 | 4 | 2.5 |
| met3 | 6.12 | 69 | 8.1 |
| met5 | 0 | - | 0.079 |
| li1 | - | 4744 | - |
| met1 | 33.0 | 5004 | 46 |
-- synth_stat cells (all sizes together) (10+ instances only) --
cell    number  area (µm²)
nor2b       16         100
buf         48         359
clkbuf      66         278
a221oi      22         199
nand2       48         180
inv         18        67.6
a21oi       11        55.1
xnor2      145        1400
and2       103         644
mux2       159        1790
o21ai       10        53.8
dfrtp      229        5730
nor2        29         109
xor2        60         578
a22oi       33         248
nand3       32         160
and3        38         238
ha          19         238
xnor3       41         946
xor3        10         240
mux4        21         477
-- state kept, by name, summed over array words and instances, names as in the netlist --
name	count
add_sd	16
data_sdread	64
cnt_response	9
direct	1
cnt_command	7
cnt_busy	7
cnt_swrite	7
cnt_sread	7
cnt_out	7
cnt_DRAM_read	7
add_ram	13
cnt_DRAM_w	7
c_state	14
data_dram	64
-- cell type report --
cell class | count | area share (%)
multi-input cells | 936 | 47.5
flip-flops and latches | 230 | 31.7
repair buffers | 221 | 12.1
clock buffers | 43 | 4.72
well taps | 468 | 3.22
clock inverters | 9 | 0.440
inverters | 19 | 0.392
diodes | 1 | 0.0138
-- cell families (layout without fill, tap and decap cells) --
kind of cell,Yosys count,in the layout,synth area share [%]
other cells,1,39,0.0251
simple gates,302,302,11.3
xor+xnor,256,256,21.2
mux,186,186,15.6
compound gates,135,135,7.07
flops,230,230,38.5
fa+ha+maj,19,19,1.59
buf+inv,133,292,4.74
-- stage by stage --
| step | utilization (%) | hold WS [ns] |
|---|---|---|
| floorplan | - | 0.424 |
| global placement | 47.0 | 0.445 |
| detailed placement | 47.0 | 0.451 |
| CTS | 49.5 | 0.460 |
| global route | 49.5 | 0.479 |
| finish | 49.5 | 0.459 |
-- path summary, 6_finish.rpt --
check	from	to	slack (ns)	cells after the start
max in group asynchronous	rst_n	add_sd[0]	6.70	2
min reg2reg	cnt_sread[0]	cnt_sread[0]	0.46	1
max reg2reg	cnt_sread[0]	data_sdread[16]	6.46	7
max	data_dram[61]	MOSI	1.51	13
min in group asynchronous	rst_n	data_sdread[31]	1.16	1
min	cnt_sread[0]	cnt_sread[0]	0.46	1
